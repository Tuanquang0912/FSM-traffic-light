==> ./design.v <==
`timescale 1ns / 1ps
module FSM_traffic(
    input clk,
    input reset,
    output reg red,
    output reg yellow,
    output reg green
);
parameter RED    = 2'b00;
parameter GREEN  = 2'b01;
parameter YELLOW = 2'b10;
reg [1:0] state, next_state; 
parameter RED_TIME    = 5;  
parameter GREEN_TIME  = 4;  
parameter YELLOW_TIME = 2;  
reg [3:0] timer; 
always @(posedge clk or posedge reset) begin
    if (reset) begin
        state <= RED;  
        timer <= RED_TIME;  
    end else begin
        if (timer == 0) begin
            state <= next_state;  
            case (next_state)
                RED: timer <= RED_TIME;  
                GREEN: timer <= GREEN_TIME;  
                YELLOW: timer <= YELLOW_TIME;  
                default: timer <= RED_TIME;
            endcase
        end else begin
            timer <= timer - 1;  
        end
    end
end
always @(*) begin
    case (state)
        RED:    next_state = (timer == 0) ? GREEN  : RED;  
        GREEN:  next_state = (timer == 0) ? YELLOW : GREEN;  
        YELLOW: next_state = (timer == 0) ? RED    : YELLOW;  
        default: next_state = RED;
    endcase
end
always @(*) begin
    case (state)
        RED:    begin red = 1; yellow = 0; green = 0; end  
        GREEN:  begin red = 0; yellow = 0; green = 1; end  
        YELLOW: begin red = 0; yellow = 1; green = 0; end  
        default: begin red = 1; yellow = 0; green = 0; end 
    endcase
end
endmodule
==> ./run.sh <==
#!/bin/bash
# OpenROAD 26Q1-2900-gdf79404cd8, Yosys 0.63+post, stock flow scripts
make -C /OpenROAD-flow-scripts/flow DESIGN_CONFIG=/design/flow/config.mk WORK_HOME=/design/flow/orfs finish
==> ./config.mk <==
export PLATFORM = sky130hd
export DESIGN_NAME = FSM_traffic
export DESIGN_NICKNAME = FSM_traffic
export VERILOG_FILES = /design/flow/design.v
export SDC_FILE = /design/flow/constraint.sdc
export NUM_CORES = 4
export LEC_CHECK = 1
export CORE_AREA = 10 10 70 70
export DIE_AREA = 0 0 80 80
==> ./constraint.sdc <==
current_design FSM_traffic

set clk_period 2.0
set clk_io_pct 0.2

create_clock -name clk0 -period $clk_period [get_ports {clk}]

set non_clock_inputs [all_inputs -no_clocks]
set_input_delay [expr $clk_period * $clk_io_pct] -clock clk0 $non_clock_inputs
set_output_delay [expr $clk_period * $clk_io_pct] -clock clk0 [all_outputs]
==> Changelog: implementation <==
### Metrics

* Lkg Pwr at around 0.23 nW
* Fmax at 535 MHz
* Routed vias at 234
* CTS tree: done
* Power Density at 531 nW/µm²
* Min-delay worst type: in -> async
* Ys cells at 30
* Post-Syn Area per Cell at 12.6 µm²
* RSZ-0062 raised after global routing: false
* Synthesis warning total at 1
* EDFF count, synth at 0
* Fill cells at 401
* Max Clock Skew at between 0.003 and 0.004 ns
* IO buf count at 4
* Clock tree buffer depth at 2
* MUX share of area at 23.2%
* Seq pwr share at 52.6%
* Clock network power share at 45.7%
* Cell Rows at 21
* Post-synth ARST share at 100%
* Final Hold Violation Tally at 0
* Number of setup buffers added after CTS at 0
* Yosys Chip Area at 378 µm²
* Psw at just over 0.05 mW
* Layout cells sized above 1 at 38.5%
* Synth Register Bits at 7
* First-pass GRT wire length at 1.01 mm
* N_diodes at 0
* CTS Root Cell: clkbuf_4
* Routed Antenna Nets at 0
* GRT Util Overall at a little over 2%
* Pin count of the biggest net entering global routing at 8
* Cell Area, Synth at 378 µm²
* Power Internal at 0.220 mW
* Hold slack at 0.373 ns
* Most common cell in the netlist: mux2_2
* Crit. End Element: register
* H-tree depth at 1
* Final setup viols at 0
* Register area at about 180 µm²
* Synth cell count leaders: 6 x mux2_2, 4 x dfrtp_1, 4 x inv_1
* Clock slew at reported path FFs at 0.05 ns
* Vias per cell at approximately 2.8
* Top cells, area: dfrtp_1 26%, dfstp_2 21%, mux2_2 18%
* WS Path Type: reg -> reg
* Top non-seq family: multiplexers
* Drt initial violations at 2
* Initial antenna violation count at 0
* Top-area cell share at 26.5%
* Syn-to-layout area delta at 34.8%
* Commonest flop: dfrtp_1
* CTS Buf Count at 3
* GRT overflow at 0
* Setup crit start kind: register
* Fin crit share at 93.5%
* WL final at 564 µm
* FP Util at 11.1%
* Max-slew violations at 0
* XOR/XNOR Fraction of Synth Area at 0%
* Max cap viols at 0
* Gpl congestion at ~0.7
* Post_cts resized at 0
* TritonRoute pass-1 iters at 2
* Chip area at 6400 µm²
* Drt drc at 0
* Max transition margin at 83.5%
* Part of the power in combinational logic at 1.6%
* Logic area at 184 µm²
* Number of different library cells in the post-synthesis netlist at 13
* Tool warnings at 26
* Post-CTS Hold Buffers at 0
* Die height at roughly 80 µm
* Routed len/inst at 6.64 µm
* Dpl hpwl at roughly 460 µm
* Switching part of the total power at 18.6%
* Vias in the first global route at 257
* Final worst path period need at 1.87 ns
* Synth Seq Share at a little under half
* Final Util at between 10% and 20%
* Die W at 80 µm
* Complex-gate fraction of the synthesized area at around 1.3%
* WP data required at 2.18 ns
* Worst Tran Pin Value at 0.247 ns
* Core Region at around 3400 µm²
* # IOs at 5
* Clock Sinks at 7
* Post-synth top area cell: dfrtp_1
* Post-Synth Simple-Gate Area at 14.2%
* Setup TNS Final at 0 ns
* Clk ins delay skew pair at 0.25 ns
* Post-synthesis cell count at 30
* Critical Path AT at 2.05 ns
* Critical-path maximum fanout at 4
* Worst vdd ir at 0.381 mV
* Status: finished clean
* Post-Synth Adder-Cell Area at approximately a tenth
through the flow:
step                      std cells  power [mW]  instance area [µm²]  worst slack, ns
after floorplan                  30       0.146                  378            0.101
after global placement           81       0.149                  483            0.142
after global routing             85       0.290                  509          0.00270
final                            85       0.270                  509            0.130
after CTS                        85       0.275                  509            0.105
after detailed placement         81       0.149                  483            0.130
logic make-up after synthesis:
kind of cell,after synthesis
multiplexers,8
AND/OR/NAND/NOR,7
flip-flops,7
buffers and inverters,4
adder cells (fa/ha/maj),3
AND-OR/OR-AND,1
power groups by stage:
| stage | sequential [mW] | clock, mW | combinational (mW) |
|---|---|---|---|
| 6_report | 0.142 | 0.124 | 0.00446 |
| 5_1_grt | 0.142 | 0.143 | 0.00510 |
| 4_1_cts | 0.142 | 0.128 | 0.00473 |
per-layer routing:
metal,share of wire [%],GRT usage (%),routed length [µm]
met1,45,2.29,253
met2,41,2.65,232
met3,14,2.05,78
met4,0,0.352,0
met5,0,0,0
worst paths after layout:
kind | start | end | slack (ns) | depth (start not counted)
worst max-delay path | timer[0] | timer[0] | 0.13 | 6
min in group clk0 | state[1] | register | 0.59 | 1
worst max register to register | timer[0] | timer[0] | 0.13 | 6
worst min-delay path | reset | timer[1] | 0.37 | 2
worst min register to register | state[1] | register | 0.59 | 1
max in group asynchronous | reset | asynchronous set/reset pin | 1.36 | 2
worst max-delay path, cell delays in order (launching register included):
cell and delay, ns:
dfstp_2 0.52, inv_1 0.05, ha_1 0.23, nor3b_4 0.17, mux2_2 0.29, ha_1 0.27, mux2_2 0.26
layout make-up:
class                           count  share of cell area [%]
Multi-Input combinational cell     19                    36.1
Sequential cell                     7                    35.1
Tap cell                           46                    11.3
Timing Repair Buffer                5                    9.34
Clock buffer                        4                    5.16
Inverter                            4                    2.95
cell usage in the layout (no fill, tap or decap):
cell type	n
clkbuf_1	1
o21ai_0	1
mux2_2	6
inv_1	4
nor2_1	2
nor2b_1	1
nor3b_4	1
ha_1	3
buf_4	1
dfstp_2	3
clkbuf_4	3
or2b_2	1
dfrtp_1	4
nor3_1	1
or2b_1	1
mux2i_1	2
clkdlybuf4s50_1	4
Power and IR drop assume default switching activity.
