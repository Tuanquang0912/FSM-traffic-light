$ cat /design/flow/design.v
module FSM_traffic_v2(
    input i_clk,  
    input i_reset,
    input i_start,
    output o_red,
    output o_yellow,
    output o_green
);
parameter IDLE = 3'b000;  
parameter RED  = 3'b001; 
parameter GREEN = 3'b010; 
parameter YELLOW = 3'b011; 
parameter RED_TIME    = 5;
parameter GREEN_TIME  = 4;
parameter YELLOW_TIME = 2;
reg r_red;  
reg r_yellow;  
reg r_green;
reg [2:0] state, next_state;  
reg [4:0] r_timer;
always @(posedge i_clk) begin
    if(i_reset) begin
        state <= IDLE;  
    end
    else begin
        state <= next_state;  
    end
end
always @(*) begin
    case (state)
        IDLE:   next_state = (i_start) ? RED  : IDLE;  
        RED:    next_state = (timer == 0) ? GREEN  : RED;  
        GREEN:  next_state = (timer == 0) ? YELLOW : GREEN;  
        YELLOW: next_state = (timer == 0) ? RED    : YELLOW;  
        default: next_state = IDLE;
    endcase
end
always @(*) begin
    case (state)
        IDLE:   begin r_red = 0; r_yellow = 0; r_green = 0; end  
        RED:    begin r_red = 1; r_yellow = 0; r_green = 0; end
        GREEN:  begin r_red = 0; r_yellow = 0; r_green = 1; end
        YELLOW: begin r_red = 0; r_yellow = 1; r_green = 0; end
        default: begin r_red = 0; r_yellow = 0; r_green = 0; end
    endcase
end
always @(posedge i_clk) begin
    if (i_reset) begin
        r_timer <= 0;
    end
    else begin
        if (r_timer == 0) begin
            case (next_state)
                RED: r_timer <= RED_TIME;
                GREEN: r_timer <= GREEN_TIME;
                YELLOW: r_timer <= YELLOW_TIME;
                default: r_timer <= 0;
            endcase
        end else begin
            r_timer <= r_timer - 1;
        end
    end
end
assign o_red = r_red;
assign o_yellow = r_yellow;
assign o_green = r_green;
endmodule
$ cat /design/flow/run.sh
#!/bin/bash
# OpenROAD 26Q1-2900-gdf79404cd8, Yosys 0.63+post, stock flow scripts
make -C /OpenROAD-flow-scripts/flow DESIGN_CONFIG=/design/flow/config.mk WORK_HOME=/design/flow/orfs finish
$ cat /design/flow/config.mk
export PLATFORM = sky130hd
export DESIGN_NAME = FSM_traffic_v2
export DESIGN_NICKNAME = FSM_traffic_v2
export VERILOG_FILES = /design/flow/design.v
export SDC_FILE = /design/flow/constraint.sdc
export NUM_CORES = 4
export LEC_CHECK = 1
export CORE_AREA = 10 10 70 70
export DIE_AREA = 0 0 80 80
$ cat /design/flow/constraint.sdc
current_design FSM_traffic_v2

set clk_period 1.2
set clk_io_pct 0.2

create_clock -name clk0 -period $clk_period [get_ports {i_clk}]

set non_clock_inputs [all_inputs -no_clocks]
set_input_delay [expr $clk_period * $clk_io_pct] -clock clk0 $non_clock_inputs
set_output_delay [expr $clk_period * $clk_io_pct] -clock clk0 [all_outputs]
==> results.json <==
{
  "status": "finished clean",
  "ys_cells": 10,
  "cts.path.max_buffers": 2,
  "slew_headroom_pct": 89.6,
  "port_buffers": 5,
  "ioPinCount": 6,
  "worst_pin_slew_ps": 155,
  "regArea_sq_um": 83.8,
  "cts_max_level": 1,
  "clk_pin_slew_ps": 40,
  "hold_viol": 0,
  "die_w_um": 80,
  "fin_crit_sh_pct": 84.0,
  "cp.arrival_ps": 770,
  "r2r_setup_slack_ps": 600,
  "antenna_found_initial": 0,
  "cts-buffers-inserted": 3,
  "grt-ovfl-total": 0,
  "grt_max_degree": 5,
  "endpoint_kind": "output pin",
  "hold_buffers": 0,
  "setup-tns-final_ps": 0,
  "grt_pass1_wl_um": 510,
  "comb_area_sq_um": 28.8,
  "setup.worst_path.start_class": "flip-flop",
  "hold_start": "state[0]",
  "vias": 99,
  "critPathBufInv": 1,
  "period_needed_ps": 1010,
  "cts-root-buf": "clkbuf_4",
  "area_growth_syn_to_layout_pct": 116,
  "ys_seq_share_pct": 71.1,
  "n_antenna_cell": 0,
  "grt_setup_unrepaired": "no",
  "yosysWarningCount": 3,
  "worstPathMaxFanout": 2,
  "die-area_sq_um": 6400,
  "reg2reg_from": "state[0]",
  "worstPathRequired_ps": 960,
  "gp_congestion": 0.700,
  "rr_worst_depth": 2,
  "regMostFlops": "state",
  "syn_area_sq_um": 113,
  "drv_cap": 0,
  "worstSkewPairLatency_ps": 230,
  "max_stage_delay_ps": 310,
  "ant_nets": 0,
  "ys_area_sq_um": 113,
  "core_area_sq_um": 3420,
  "synth_cell_type_count": 6,
  "ys.flops": 4,
  "min_path_cells": 1,
  "setup_viol": 0,
  "reg_top3": "state (4)",
  "die_height_um": 80,
  "n_fill_cell": 405,
  "powerDensity_nw_per_um2": 1310,
  "dr.pass1.iters": 2,
  "drc": 0,
  "cts.sinks": 4,
  "lay_top_cells": "clkbuf_4 (3), dlygate4sd2_1 (3), dfxtp_2 (3)",
  "grt_usage_pct": 1.16,
  "skew_ps": 0.0198,
  "total_power_mw": 0.318,
  "cp_cell_sequence": "dlygate4sd2_1",
  "synthCells": 10,
  "drt_iter0_markers": 2,
  "post_cts_buffers": 0,
  "cts_tree": "built",
  "drt-vias-per-instance": 1.55,
  "wl_per_cell_um": 5.14,
  "holdPathEnd": "state[0]",
  "crit_family": "flip-flops",
  "largest_reg_flops": 4,
  "final_layout_size_suffix_gt1_share_pct": 33.3,
  "wl_um": 329,
  "fmax_ghz": 0.993,
  "fp-row-count": 21,
  "initCoreUtil_pct": 3.30,
  "grt_pass1_vias": 117,
  "p_leak_nw": 0.0978,
  "cpMaxStageDelayCell": "dfxtp_2",
  "slew_violations": 0,
  "warning_count": 25,
  "crit_type": "flip-flop to output pin",
  "ir_drop_uv": 168,
  "hold_path.class": "flip-flop to flip-flop",
  "cts_resized": 6,
  "synth.avg_cell_area_sq_um": 11.3,
  "r2r-end": "state[2]"
}
-- per-stage QoR --
stage          area, sq um  setup WS [ps]  hold WS, ps  utilization, %  cells
6_report               243            192          454            7.11     64
5_1_grt                243            160          481            7.11     64
4_1_cts                243            177          457            7.11     64
3_5_place_dp           220            165          449            6.45     61
3_3_place_gp           220            177          433            6.45     61
2_1_floorplan          113            653          312               -     10
-- power breakdown --
part           switching [mW]  internal [mW]
logic                 0.00579         0.0112
registers             0.00228          0.139
clock network          0.0483          0.111
total                  0.0563          0.262
-- cells in the mapped netlist --
cell type | instances | area share, %
a21oi_1 | 1 | 4.4
inv_1 | 1 | 3.3
nor2_1 | 1 | 3.3
a21o_1 | 1 | 6.7
nor2b_1 | 2 | 11
dfxtp_1 | 4 | 71
-- cells by family after synthesis --
group | share of synthesized area (%)
and+or+nand+nor | 14.4
AOI/OAI and AO/OA | 11.1
DFF | 71.1
buffers and inverters | 3.33
-- routing by layer --
| layer | GRT usage [%] | part of all wire, % | vias to the layer above |
|---|---|---|---|
| met2 | 1.28 | 38 | 5 |
| met5 | 0 | 0 | - |
| met4 | 0.528 | 1.8 | 0 |
| met3 | 1.93 | 19 | 2 |
| met1 | 0.932 | 41 | 45 |
| li1 | - | - | 47 |
-- cell type report --
class	instances	area share, %
Sequential cell	4	34.5
Multi-Input combinational cell	5	11.9
Timing Repair Buffer	5	19.1
Tap cell	46	23.7
Clock buffer	3	9.28
Inverter	1	1.55
-- how the worst max path moves through the flow --
stage / cells past startpoint / slack, ps / start / endpoint
final: 1 / 190 / state[2] / o_red
after global routing: 1 / 160 / state[2] / o_red
after CTS: 1 / 180 / state[2] / o_red
Power and IR drop assume default switching activity.
